## flow/design.v

```verilog
module adder(
    input  logic a, b, cin,
    output logic sum, cout
);
always_comb begin
    sum  = a ^ b ^ cin;
    cout = (a & b) | (cin & (a ^ b));
end
endmodule
module eight_bit_adder(
    input  logic [7:0] a,
    input  logic [7:0] b,
    input  logic       cin,
    output logic [7:0] sum,
    output logic       cout
);
    wire [6:0] c;
    adder a1(a[0], b[0], cin,   sum[0], c[0]);
    adder a2(a[1], b[1], c[0],  sum[1], c[1]);
    adder a3(a[2], b[2], c[1],  sum[2], c[2]);
    adder a4(a[3], b[3], c[2],  sum[3], c[3]);
    adder a5(a[4], b[4], c[3],  sum[4], c[4]);
    adder a6(a[5], b[5], c[4],  sum[5], c[5]);
    adder a7(a[6], b[6], c[5],  sum[6], c[6]);
    adder a8(a[7], b[7], c[6],  sum[7], cout);
endmodule
module number_adder(
input  logic [31:0] a,
input  logic [31:0] b,
input  logic cin,
output logic [31:0] sum,
output logic cout
);
	wire [2:0] c;
	eight_bit_adder e1(a[7:0], b[7:0], cin, sum[7:0], c[0]);
	eight_bit_adder e2(a[15:8], b[15:8], c[0], sum[15:8], c[1]);
	eight_bit_adder e3(a[23:16], b[23:16], c[1], sum[23:16], c[2]);
	eight_bit_adder e4(a[31:24], b[31:24], c[2], sum[31:24], cout);
endmodule
module timer(
    input  logic clk,
    input  logic rst_n,
    output logic led
);
    logic [31:0] counter;
    logic clock;
    always_ff @(posedge clk or negedge rst_n) begin
        if (!rst_n) begin
            counter <= 0;
            clock   <= 0;    
        end
        else begin
            if (counter < 25_000_000 - 1) begin
                counter <= counter + 1;
            end
            else begin
                counter <= 0;
                clock   <= ~clock;
            end
        end
    end
    assign led = clock;
endmodule
module adder_ram #(
    parameter int N = 10   
)(
    input  logic clk,
    input  logic rst_n,
	 output logic led
);
    logic [31:0] ram_a   [0:N-1];
    logic [31:0] ram_b   [0:N-1];
    logic [32:0] ram_exp [0:N-1];  
    logic [$clog2(N)-1:0] addr;
    logic [31:0] a_reg, b_reg;
    logic cin_reg;
    logic [31:0] sum_wire;
    logic cout_wire;
    logic pass;   
    typedef enum logic [1:0] { S_IDLE, S_READ, S_CHECK } state_t;
    state_t state;
    number_adder uut (
        .a   (a_reg),
        .b   (b_reg),
        .cin (cin_reg),
        .sum (sum_wire),
        .cout(cout_wire)
    );
	 logic clock;
	 timer timer_inst (
        .clk(clk),
        .rst_n(rst_n),
        .led(clock)     
    );
    always_ff @(posedge clock or negedge rst_n) begin
        if (!rst_n) begin
            addr    <= '0;
            state   <= S_IDLE;
            a_reg   <= '0;
            b_reg   <= '0;
            cin_reg <= 1'b0;
            pass    <= 1'b1;  
        end else begin
            case (state)
                S_IDLE: begin
                    addr  <= 0;
                    state <= S_READ;
                end
                S_READ: begin
                    a_reg   <= ram_a[addr];
                    b_reg   <= ram_b[addr];
                    cin_reg <= 1'b0;  
                    state   <= S_CHECK;
                end
                S_CHECK: begin
                    if ({cout_wire, sum_wire} != ram_exp[addr])
                        pass <= 1'b0; 
                    if (addr == N-1)
                        addr <= 0;
                    else
                        addr <= addr + 1;
                    state <= S_READ;
                end
            endcase
        end
    end
    initial begin
        ram_a[0] = 32'h0000_0001; ram_b[0] = 32'h0000_0002; ram_exp[0] = 33'h0000_0003;
        ram_a[1] = 32'h0000_00AA; ram_b[1] = 32'h0000_00BB; ram_exp[1] = 33'h0000_0165;
        ram_a[2] = 32'h1234_5678; ram_b[2] = 32'h1111_2222; ram_exp[2] = 33'h2345_789A;
        ram_a[3] = 32'hFFFF_FFFF; ram_b[3] = 32'h0000_0001; ram_exp[3] = 33'h1_0000_0000;
        ram_a[4] = 32'hAAAA_AAAA; ram_b[4] = 32'h5555_5555; ram_exp[4] = 33'hFFFF_FFFF;
        ram_a[5] = 32'hDEAD_BEEF; ram_b[5] = 32'h0000_0001; ram_exp[5] = 33'hDEAD_BEF0;
        ram_a[6] = 32'h0F0F_0F0F; ram_b[6] = 32'hF0F0_F0F0; ram_exp[6] = 33'hFFFF_FFFF;
        ram_a[7] = 32'h1357_9BDF; ram_b[7] = 32'h2468_ACED; ram_exp[7] = 33'h37C0_48CC;
        ram_a[8] = 32'h8000_0000; ram_b[8] = 32'h8000_0000; ram_exp[8] = 33'h1_0000_0000;
        ram_a[9] = 32'h7FFF_FFFF; ram_b[9] = 32'h0000_0001; ram_exp[9] = 33'h8000_0000;
    end
	 assign led = pass;
endmodule
```

## flow/run.sh

```bash
#!/bin/bash
# OpenROAD 26Q1-2900-gdf79404cd8, Yosys 0.63+post, stock flow scripts
make -C /OpenROAD-flow-scripts/flow DESIGN_CONFIG=/design/flow/config.mk WORK_HOME=/design/flow/orfs finish
```

## flow/config.mk

```make
export PLATFORM = sky130hd
export DESIGN_NAME = adder_ram
export DESIGN_NICKNAME = adder_ram
export VERILOG_FILES = /design/flow/design.v
export SDC_FILE = /design/flow/constraint.sdc
export NUM_CORES = 4
export LEC_CHECK = 1
export CORE_UTILIZATION = 30
```

## flow/constraint.sdc

```tcl
current_design adder_ram

set clk_period 3.2
set clk_io_pct 0.2

create_clock -name clk0 -period $clk_period [get_ports {clk}]

set non_clock_inputs [all_inputs -no_clocks]
set_input_delay [expr $clk_period * $clk_io_pct] -clock clk0 $non_clock_inputs
set_output_delay [expr $clk_period * $clk_io_pct] -clock clk0 [all_outputs]
```

==> notes.md <==
impl run done, here's what came out: status=complete, no violations, CTS Buffer Depth=2, post-layout min period=~2600 ps, endpoint of the worst-slack reg-to-reg timing path=timer_inst.counter[3]$_DFF_PN0_, maximum number of pins on one net before global-route repair=around 59, Gates resized, CTS repair=0, Floorplan Utilization=30.60%, chip area=between 15,000 and 20,000 um^2, minimum setup slack among reg-to-reg paths=between 600 and 700 ps, ratio of routed vias to standard cells=approximately 4.8, Post-synth EDFFs=0, total wire length=about 11,000 um, Syn Inst Count=515, Critical Path, Cell by Cell=ha_1 -> and4_1 -> a2111oi_1 -> o31a_1 -> o41ai_4 -> buf_4 -> nor2_1, Largest register FFs=32, max-cap violation count=0, violation count after the first detailed-routing iteration=between 150 and 200, endpoints failing hold=0, height of the die=approximately 130 um, wire length of the first global-routing pass=18,750 um, residual antenna-violating net count after detailed routing=0, Max stage delay cell, worst path=sky130_fd_sc_hd__o41ai_4, critical path type=flop to flop, f_max=~390 MHz, Top FF cell, synth=sky130_fd_sc_hd__dfrtp_1, post-detailed-placement cell area=approximately 5300 um^2, via count=3,532, total non-filler cell area in the finished layout=between 5000 and 6000 um^2, unrepaired setup endpoints after global routing=false, flip-flop and latch count after synthesis=roughly 80, largest incremental delay on the critical path=approximately 770 ps, TNS Setup=0 ps, total leakage power=between 2 and 2.5 nW, Max H-tree Level=2, clock-pin slew reported for the worst setup and hold paths after clock tree synthesis=50 ps, post-route non-filler standard cell count=735, register pins left without a clock=about 50, worst-case clock skew=2.185 ps, Fin Hold WS=460.6 ps, total setup buffers inserted after CTS=0, HPWL after DPL=about 8100 um, cell count listed in synth_stat.txt=515, Util after Layout=roughly 33%, worst path arrival time=~2700 ps, count of hold buffers inserted by post-cts repair=0, required time at the endpoint of the critical path=~3400 ps, synthesized area divided by synthesized cell count=~9.8 um^2, count of buffer and inverter cells on the critical path=1, endpoint class of the critical path=flop, tally of unique sky130hd cells used after synthesis=roughly 55, number of unconstrained endpoints=just under 50, chip width=approximately 130 um, maximum vdd ir drop=roughly 0.38 mV, count of warning messages emitted by the tools=36, Port-buffer cells=2, routed wirelength normalized by instance count=roughly 15 um, startpoint of the worst-slack reg-to-reg timing path=timer_inst.counter[0]$_DFF_PN0_, number of antenna violations at the first check in global routing=0, share of async-settable or async-resettable flops after synthesis=roughly 100%, total track usage=between 10% and 20%, cells on worst reg2reg path=7, detailed-route DRC error count=0, post-synthesis to final-layout area growth=7.971%, largest delay contributor family on the critical path=AND-OR/OR-AND gates, number of clock buffers inserted by TritonCTS=5, sequential fraction of the synthesis area=40.77%, kind of launch point of the worst setup path=flop, power density relative to cell area=between 300 and 400 nW/um^2, worst setup margin=around 630 ps, transition time at the pin with the least slew margin=855.7 ps, fraction of layout cells with a size suffix above 1=10.10%, aggregate global routing overflow=0, Hold WC Path Type=input pin to async pin, clock insertion delay at the later pin of the skew report=approximately 270 ps, netlist area before placement=around 5000 um^2, count of yosys warnings during synthesis=3, total count of max-transition violations in the final report=0, core area=roughly 16,000 um^2, clock tree from TritonCTS=done, sum of internal, switching and leakage power=a little under 2 mW, Period Utilization, post-route=roughly four fifths, final setup fails=0, number of diodes added for antenna fixing=0, root buf cell=sky130_fd_sc_hd__clkbuf_16, synthesized chip area reported by yosys=slightly above 5000 um^2, worst slew slack as a fraction of its limit=between 40% and 50%, floorplan row count=~47, Worst Path Max Fanout=11, Initial DRT Pass Iterations=4, boundary pin count=3, Placement Setup Slack=between 600 and 700 ps, Placed Cells=a little over 700, via count of the first global-routing pass=between 3k and 4k, final weighted congestion in routability-driven placement=about 0.9
cells in the final DEF (no fill, tap or decap), types with 10 or more instances in the layout:
master,synthesis,final
sky130_fd_sc_hd__inv_1,59,59
sky130_fd_sc_hd__a21oi_1,42,42
sky130_fd_sc_hd__xnor2_1,17,17
sky130_fd_sc_hd__nand3_1,14,14
sky130_fd_sc_hd__ha_1,20,20
sky130_fd_sc_hd__mux2_2,10,10
sky130_fd_sc_hd__dfrtp_1,80,79
sky130_fd_sc_hd__nor2_2,19,19
sky130_fd_sc_hd__xor2_1,11,11
sky130_fd_sc_hd__fa_1,28,28
sky130_fd_sc_hd__o21ai_0,28,28
sky130_fd_sc_hd__nand2_1,31,31
sky130_fd_sc_hd__nor2_1,41,41
cell usage after synthesis, types with 9 or more instances:
master / n / area, um^2
sky130_fd_sc_hd__a21oi_1: 42 / 210.2
sky130_fd_sc_hd__clkbuf_1: 19 / 71.32
sky130_fd_sc_hd__dfrtp_1: 80 / 2002
sky130_fd_sc_hd__fa_1: 28 / 560.5
sky130_fd_sc_hd__ha_1: 20 / 250.2
sky130_fd_sc_hd__inv_1: 59 / 221.5
sky130_fd_sc_hd__mux2_2: 10 / 112.6
sky130_fd_sc_hd__nand2_1: 31 / 116.4
sky130_fd_sc_hd__nand3_1: 14 / 70.07
sky130_fd_sc_hd__nor2_1: 41 / 153.9
sky130_fd_sc_hd__nor2_2: 19 / 118.9
sky130_fd_sc_hd__nor4_1: 9 / 56.30
sky130_fd_sc_hd__o21ai_0: 28 / 140.1
sky130_fd_sc_hd__xnor2_1: 17 / 148.9
sky130_fd_sc_hd__xor2_1: 11 / 96.34
kinds of logic (layout without fill, tap and decap cells):
logic type / Yosys count / after routing / share of synthesized area [%]
compound gates: 97 / 97 / 11.50
xor+xnor: 28 / 28 / 4.867
fa+ha+maj: 48 / 48 / 16.09
buf+inv: 84 / 77 / 6.605
flops: 82 / 82 / 40.77
mux: 14 / 14 / 3.030
other cells: 1 / 8 / 0.07443
simple gates: 161 / 161 / 17.06
how the worst max path moves through the flow:
stage	start	endpoint	cells past startpoint
after CTS	timer_inst.counter[0]$_DFF_PN0_	timer_inst.counter[3]$_DFF_PN0_	7
final	timer_inst.counter[0]$_DFF_PN0_	timer_inst.counter[3]$_DFF_PN0_	7
after global routing	timer_inst.counter[0]$_DFF_PN0_	timer_inst.counter[2]$_DFF_PN0_	7
layer usage:
metal	vias up	GRT usage (%)	share of wire, %
met1	1753	20.87	47
met2	64	21.63	46
met5	-	0	0
li1	1707	-	-
met3	8	3.625	6.1
met4	0	1.227	0.69
power breakdown:
part           switching [mW]  leakage [nW]  internal [mW]
Combinational           0.493          1.13          0.305
Clock                   0.154        0.0652          0.288
Sequential             0.0633          1.03          0.650
layout make-up:
cell class	count	area, um^2
fill	1675	11030
sequential	82	2056
clock buffer	8	136.4
tap	220	275.3
inverter	60	225.2
multi-input combinational	356	2678
timing repair buffer	9	70.07
worst reg2reg max path: stages (launching register included):
cell and delay (ps):
sky130_fd_sc_hd__dfrtp_1 400, sky130_fd_sc_hd__ha_1 250, sky130_fd_sc_hd__and4_1 220, sky130_fd_sc_hd__a2111oi_1 90
sky130_fd_sc_hd__o31a_1 310, sky130_fd_sc_hd__o41ai_4 770, sky130_fd_sc_hd__buf_4 330, sky130_fd_sc_hd__nor2_1 80
Power figures rest on the tool's default switching activity, not on a simulated workload.
