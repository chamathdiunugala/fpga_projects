**design/flow/config.mk**
```make
export PLATFORM = sky130hd
export DESIGN_NAME = pipelined_adder
export DESIGN_NICKNAME = pipelined_adder
export VERILOG_FILES = /design/flow/design.v
export SDC_FILE = /design/flow/constraint.sdc
export NUM_CORES = 4
export LEC_CHECK = 1
export CORE_UTILIZATION = 30
```
**design/flow/constraint.sdc**
```tcl
current_design pipelined_adder

set clk_period 8.6
set clk_io_pct 0.2

create_clock -name clk0 -period $clk_period [get_ports {clk}]

set non_clock_inputs [all_inputs -no_clocks]
set_input_delay [expr $clk_period * $clk_io_pct] -clock clk0 $non_clock_inputs
set_output_delay [expr $clk_period * $clk_io_pct] -clock clk0 [all_outputs]
```
**design/flow/design.v**
```verilog
module adder(
    input  logic a, b, cin,
    output logic sum, cout
);
always_comb begin
    sum  = a ^ b ^ cin;
    cout = (a & b) | (cin & (a ^ b));
end
endmodule
module eight_bit_adder(
    input  logic [7:0] a,
    input  logic [7:0] b,
    input  logic       cin,
    output logic [7:0] sum,
    output logic       cout
);
    wire [6:0] c;
    adder a1(a[0], b[0], cin,   sum[0], c[0]);
    adder a2(a[1], b[1], c[0],  sum[1], c[1]);
    adder a3(a[2], b[2], c[1],  sum[2], c[2]);
    adder a4(a[3], b[3], c[2],  sum[3], c[3]);
    adder a5(a[4], b[4], c[3],  sum[4], c[4]);
    adder a6(a[5], b[5], c[4],  sum[5], c[5]);
    adder a7(a[6], b[6], c[5],  sum[6], c[6]);
    adder a8(a[7], b[7], c[6],  sum[7], cout);
endmodule
module pipelined_adder(
input  logic [31:0] a,
input  logic [31:0] b,
input  logic cin,
output logic [31:0] sum,
output logic cout,
input clk, rst
);
wire [2:0] c;
wire [23:0] s;
logic [7:0] a1, a2, a3;
logic [7:0] b1, b2, b3, b4;
logic [7:0] c1, c2, c3, c4, c5;
logic [7:0] d1, d2, d3, d4, d5, d6;
logic r1, r2, r3;
eight_bit_adder e1(a[7:0], b[7:0], cin, s[7:0], c[0]);
eight_bit_adder e2(b1, b2, r1, s[15:8], c[1]);
eight_bit_adder e3(c3, c4, r2, s[23:16], c[2]);
eight_bit_adder e4(d5, d6, r3, sum[31:24], cout);
always_ff@(posedge clk or negedge rst)
begin
	if (!rst)
	begin
		a1<=0; a2<=0; a3<=0;
		r1<=0; r2<=0; r3<=0;
		b1<=0; b2<=0; b3<=0; b4<=0;
		c1<=0; c2<=0; c3<=0; c4<=0; c5<=0;
		d1<=0; d2<=0; d3<=0; d4<=0; d5<=0; d6<=0;
	end
	else
	begin
		a1 <= s[7:0];
		a2 <= a1;
		a3 <= a2;
		b1 <= a[15:8];
		b2 <= b[15:8];
		r1 <= c[0];
		b3 <= s[15:8];
		b4 <= b3;
		c1 <= a[23:16];
		c2 <= b[23:16];
		r2 <= c[1];
		c3 <= c1;
		c4 <= c2;
		c5 <= s[23:16];
		d1 <= a[31:24];
		d2 <= b[31:24];
		r3 <= c[2];
		d3 <= d1;
		d4 <= d2;
		d5 <= d3;
		d6 <= d4;
		sum[7:0] <= a3;
		sum[15:8] <= b4;
		sum[23:16] <= c5;
	end
end
endmodule
```
**design/flow/run.sh**
```bash
#!/bin/bash
# OpenROAD 26Q1-2900-gdf79404cd8, Yosys 0.63+post, stock flow scripts
make -C /OpenROAD-flow-scripts/flow DESIGN_CONFIG=/design/flow/config.mk WORK_HOME=/design/flow/orfs finish
```
==> flow.log <==
[metrics] run summary
INFO  metric worst_setup_path_start_kind = flip-flop
INFO  metric cts_setup_buffers = 0
INFO  metric report.power.total = 1750 uW
INFO  metric die_x = 134 um
INFO  metric finalWorstPathRequiredPeriod = 6.53 ns
INFO  metric rsz_0062_raised_after_global_routing = no
INFO  metric drc_errors = 0
INFO  metric cp.required = 6.88 ns
INFO  metric layout_top_cells = sky130_fd_sc_hd__dfrtp_1 (147), sky130_fd_sc_hd__clkdlybuf4s50_1 (98), sky130_fd_sc_hd__inv_1 (40)
INFO  metric flip_flop_count_of_the_largest_register_all_copies_and_words_added = 24
INFO  metric tritoncts.num_buffers = 17
INFO  metric fp_util = 0.306
INFO  metric gr_usage_total = 0.0825
INFO  metric cts_htree_levels = 4
INFO  metric relSlewSlack = 0.483
INFO  metric rows = 48
INFO  metric area_share_of_the_largest_cell_type_after_synthesis = 0.701
INFO  metric report.final.setup_viol = 0
INFO  metric clock_path_buffers = 2
INFO  metric clk-insertion-delay-late = 0.41 ns
INFO  metric placement.io_buffers = 99
INFO  metric drt-wirelength-per-cell = 10.8 um
INFO  metric criticalPathCategory = reg2out
INFO  metric filler_cell_count = 1541
INFO  metric number_of_global_route_vias_before_repair = 2269
INFO  metric diodes = 0
INFO  metric synth_stat.cells = 251
INFO  metric min_path_type = reg2reg
INFO  metric first_iter_violations = 69
INFO  metric routed_wl = 6510 um
INFO  metric drv.max_cap_violation_count = 0
INFO  metric routed_via_density = 3.58
INFO  metric design.die.area = 18000 sq um
INFO  metric finalCoreUtilization = 0.409
INFO  metric ys.warnings.count = 2
INFO  metric timing_max_transition_violations_final = 0
INFO  metric cp-end-kind = output port
INFO  metric yosys.stat.seqShare = 0.838
INFO  metric post_cts_resized = 0
INFO  metric layout-area-overhead-vs-synth = 33.8%
INFO  metric max_clock_freq = 0.153 GHz
INFO  metric finalCritPeriodShare = 0.759
INFO  metric worst-slew-pin-transition = 0.775 ns
INFO  metric lay_top_count = sky130_fd_sc_hd__dfrtp_1
INFO  metric final_antenna_net_count = 0
INFO  metric timing_hold_violations_final = 0
INFO  metric grt_antenna_before_repair = 0
INFO  metric synthDistinctLibCells = 5
INFO  metric number_of_placed_i_o_pins = 100
INFO  metric cts.reportedPaths.clkPinSlew = 0.06 ns
INFO  metric worst-path-max-fanout = 1
INFO  metric cell_accounting_for_the_most_synthesized_area = sky130_fd_sc_hd__dfrtp_1
INFO  metric vdd_drop_max = 0.126 mV
INFO  metric dp.final_hpwl = 4510 um
INFO  metric cts_hold_buffers = 0
INFO  metric gp_routability_congestion = 0.724
INFO  metric ys_seq_elements = 171
INFO  metric yosys_area = 5250 sq um
INFO  metric cell_leakage_power = 0.00306 uW
INFO  metric fin_tns_setup = 0 ns
INFO  metric num_vias = 2154
INFO  metric synth.cell_area = 5250 sq um
INFO  metric clock_skew = 0.00477 ns
INFO  metric top_cells_by_area = sky130_fd_sc_hd__dfrtp_1 (70%), sky130_fd_sc_hd__edfxtp_1 (14%), sky130_fd_sc_hd__fa_1 (12%)
INFO  metric netlist_instances = 251
INFO  metric grt_max_degree = 67
INFO  metric clock_sink_count = 171
INFO  metric regMostFlops = sum
INFO  metric tritoncts = built
INFO  metric synth.avg_cell_area = 20.9 sq um
INFO  metric core-area = 17200 sq um
INFO  metric status = completed
INFO  metric detailedRoute.firstPassIterationCount = 4
INFO  metric layout-drive-gt1-share = 0.0904
INFO  metric die_height = 134 um
INFO  metric clk_root_buffer_cell = sky130_fd_sc_hd__clkbuf_16
INFO  metric globalRoute.totalOverflow = 0
INFO  metric p_per_area = 249 nW/um^2
INFO  metric cp_data_arrival_time = 4.81 ns
INFO  metric first_pass_grt_wire_length = 10900 um
INFO  metric log.warning_count = 25
-- worst max-delay path: stages (launching register included) --
cell and delay, ns:
sky130_fd_sc_hd__dfrtp_1 0.36, sky130_fd_sc_hd__inv_1 0.07, sky130_fd_sc_hd__fa_1 0.17, sky130_fd_sc_hd__inv_1 0.05
sky130_fd_sc_hd__fa_1 0.44, sky130_fd_sc_hd__fa_1 0.46, sky130_fd_sc_hd__fa_1 0.48, sky130_fd_sc_hd__fa_1 0.47
sky130_fd_sc_hd__fa_1 0.47, sky130_fd_sc_hd__fa_1 0.44, sky130_fd_sc_hd__inv_1 0.09, sky130_fd_sc_hd__fa_1 0.38
sky130_fd_sc_hd__inv_1 0.06, sky130_fd_sc_hd__clkdlybuf4s50_1 0.45
-- routing by layer --
layer  global-route usage  up-vias  wire length, um
met5                    0        -                0
met1                0.115     1110             2600
met4               0.0169        0              172
met2                0.131       60             3350
li1                     -      971                -
met3               0.0301       13              387
-- cells by family after synthesis --
family,after synthesis,synth area share
adder cells (fa/ha/maj),32,0.122
buffers and inverters,48,0.0400
flip-flops,171,0.838
-- cells in the mapped netlist (all sizes together) --
master  count
edfxtp     24
buf         8
fa         32
inv        40
dfrtp     147
-- stage by stage --
step           cell area (sq um)  std cells  worst slack (ns)  hold WS [ns]
2_1_floorplan               5250        251              3.01         0.331
3_3_place_gp                6480        569              2.52         0.331
3_5_place_dp                6480        569              2.46         0.335
4_1_cts                     7030        601              1.99         0.342
5_1_grt                     7030        601              1.84         0.347
6_report                    7030        601              2.07         0.341
-- worst paths after layout --
check	endpoint	from	slack, ns	depth (start not counted)
max	sum[31]	d5[0]$_DFF_PN0_	2.07	13
min	d5[0]$_DFF_PN0_	d3[0]$_DFF_PN0_	0.34	0
max reg2reg	b3[7]$_DFF_PN0_	b1[0]$_DFF_PN0_	4.57	12
min reg2reg	d5[0]$_DFF_PN0_	d3[0]$_DFF_PN0_	0.34	0
max in group asynchronous	d3[0]$_DFF_PN0_	rst	6.29	2
min in group asynchronous	b1[5]$_DFF_PN0_	rst	1.21	1
-- area by class of cell --
cell class,count,area [sq um],share of cell area
clock buffer,20,457,0.0650
clock inverter,12,91.3,0.0130
inverter,40,150,0.0214
multi-input combinational,32,641,0.0912
sequential,171,4400,0.626
tap,225,282,0.0401
timing repair buffer,101,1010,0.143
-- where the power goes --
part           switching [uW]  internal, uW  total, uW
Combinational            45.4          83.5        129
Clock                     298           387        685
Sequential               22.2           912        934
Power and IR drop assume default switching activity.
