### ./config.mk
export PLATFORM = sky130hd
export DESIGN_NAME = block_ram
export DESIGN_NICKNAME = block_ram
export VERILOG_FILES = /design/flow/design.v
export SDC_FILE = /design/flow/constraint.sdc
export NUM_CORES = 4
export LEC_CHECK = 1
export CORE_UTILIZATION = 30
### ./constraint.sdc
current_design block_ram

set clk_period 16.1
set clk_io_pct 0.2

create_clock -name clk0 -period $clk_period [get_ports {clk}]

set non_clock_inputs [all_inputs -no_clocks]
set_input_delay [expr $clk_period * $clk_io_pct] -clock clk0 $non_clock_inputs
set_output_delay [expr $clk_period * $clk_io_pct] -clock clk0 [all_outputs]
### ./design.v
module block_ram #(
    parameter DATA_WIDTH = 8,
    parameter ADDR_WIDTH = 8
)(
    input  wire                   clk,
    input  wire                   we,        
    input  wire [ADDR_WIDTH-1:0]  addr,
    input  wire [DATA_WIDTH-1:0]  din,
    output reg  [DATA_WIDTH-1:0]  dout
);
    reg [DATA_WIDTH-1:0] mem [0:(1<<ADDR_WIDTH)-1];
    always @(posedge clk) begin
        if (we)
            mem[addr] <= din;    
        dout <= mem[addr];       
    end
endmodule
### ./run.sh
#!/bin/bash
# OpenROAD 26Q1-2900-gdf79404cd8, Yosys 0.63+post, stock flow scripts
make -C /OpenROAD-flow-scripts/flow DESIGN_CONFIG=/design/flow/config.mk WORK_HOME=/design/flow/orfs finish
==> flow_metrics.py <==
# Generated from Yosys and OpenROAD reports
metrics = {
    "clock_network": {
        "postCtsHoldBufs": 0,
        "cts.sinks": 2056,
        "clk_pin_slew_worst_paths_ns": 0.06,
        "clockBufferDepth": 3,
        "numCtsBuffers": 198,
        "cts_root_buffer": "clkbuf_16",
        "cts_tree": "done",
        "htree_levels": 4,
        "cts_resized": 0,
        "post-cts-setup-buffer-count": 0,
        "clk_latency_ns": 0.86,
    },
    "power_and_ir_drop": {
        "clkPwrFrac": 0.419,
        "p_int_w": 0.00869,
        "switching_share": 0.210,
        "p_comb_frac": 0.044,
        "seq_power_share": 0.537,
        "p_sw_w": 0.00232,
        "vdd_ir_drop_max_mv": 0.112,
        "leakage_nw": 26.8,
        "power_density_nw_per_um2": 122,
    },
    "routing": {
        "firstDrtPassIters": 5,
        "drc": 0,
        "initialDrtViolationCount": 2579,
        "via_per_inst": 5.01,
        "ant_nets": 0,
        "drt_wl_total_um": 190000,
        "vias": 37000,
        "wl_per_cell_um": 25.8,
    },
    "worst_setup_path": {
        "worstPathCellList": "buf_8 > buf_4 > buf_4 > buf_12 > buf_4 > mux4_2 > a22oi_1 > a21oi_1 > o41ai_1 > buf_4 > nand4_1",
        "timing.critical_path.arrival_ns": 8.55,
        "critical_path_class": "in -> reg",
        "worstPathRequired_ns": 16.78,
        "critical_path.max_stage_delay_ns": 1.11,
        "setup.worst_path.start_class": "input pin",
        "cp_common_cell": "buf_4",
        "slowest_stage": "o41ai_1",
        "endpoint_kind": "flop",
        "path_max_fanout": 60,
    },
    "logic_synthesis": {
        "ys_dominant_reg_cell": "edfxtp_1",
        "top_area_cell": "edfxtp_1",
        "syn_area_per_cell_um2": 22.1,
        "synthCells": 3547,
        "yosys_cells": 3547,
        "numSynthFlops": 2056,
        "top_area_frac": 0.783,
        "postSynthSeqShare": 0.786,
        "async_flop_share": 0,
        "yosys_warnings": 1,
        "synth-edff-count": 2048,
        "yosysUniqueCellTypes": 22,
        "topCellsByArea": "edfxtp_1, mux4_2, a22oi_1",
        "netlist_area_um2": 78500,
        "ys_chip_area_um2": 78500,
    },
    "finish": {
        "final-comb-area_um2": 15800,
        "drive_gt1_frac": 0.251,
        "final_cell_mix": "edfxtp_1, mux4_2, a22oi_1",
        "final_core_util": 0.346,
        "filler_cell_count": 23600,
        "seqCellArea_um2": 61700,
        "area_growth_pct": 14.6,
        "design_area_um2": 90000,
        "final_common_cell": "edfxtp_1",
    },
    "placed_design": {
        "gp_congestion": 0.866,
        "io_buffers": 25,
        "dp_slack_ns": 7.11,
        "place_area_um2": 83500,
        "hpwl_um": 113000,
    },
    "floorplan": {
        "dieArea_um2": 264000,
        "dieWidth_um": 514,
        "io_pins": 26,
        "dieHeight_um": 514,
        "rows": 187,
        "fp_util": 0.302,
        "core_um2": 260000,
    },
    "timing": {
        "holdWs_ns": 0.977,
        "min_period_ns": 7.87,
        "clock-skew-final_ns": 0.0418,
        "tightest_slew_ns": 1.26,
        "final-max-slew-violation-count": 0,
        "layout_setup_ws_ns": 8.23,
        "timing.slew.headroom": 0.147,
        "finalSetupViolCount": 0,
        "fmax_mhz": 127,
        "setup_tns_ns": 0,
        "finalClockPeriodUsage": 0.489,
        "hold_viol": 0,
        "grt_setup_unrepaired": "false",
    },
    "global_routing": {
        "top_usage_layer": "met2",
        "grt_pass1_vias": 41300,
        "antenna_found_initial": 0,
        "grt_pass1_wl_um": 280000,
        "grt_overflow_total": 0,
        "grt.met3_usage": 0.117,
        "grt_max_degree": 110,
        "met2_usage": 0.237,
        "met1_usage": 0.177,
        "grt_use_total": 0.157,
    },
    "worst_hold_path": {
        "hold_class": "reg -> reg",
    },
    "run": {
        "max_cap_violations": 0,
        "warnings": 32,
    },
    "status": {
        "status": "completed",
    },
}
## power groups by stage
stage	registers, W	clock network, W	logic [W]
4_1_cts	0.00591	0.00470	0.000495
5_1_grt	0.00591	0.00490	0.000525
6_report	0.00591	0.00461	0.000486
## sequential cells by signal, summed over array words and instances (netlist names)
signal	cells
mem	2048
dout	8
## logic make-up (layout without fill, tap and decap cells)
family / count (synthesis) / count (layout) / share of synthesized area
buf+inv: 233 / 575 / 0.0140
mux: 512 / 512 / 0.147
compound gates: 416 / 416 / 0.0362
flops: 2056 / 2056 / 0.786
other cells: 0 / 2 / 0
simple gates: 330 / 330 / 0.0173
## worst paths after layout
kind          startpoint  slack, ns  cells after the start  endpoint
max              addr[0]       8.23                     11   dout[3]
min          mem[180][1]       0.98                      5   dout[1]
max reg2reg   mem[91][3]      13.12                      6   dout[3]
min reg2reg  mem[180][1]       0.98                      5   dout[1]
## per-stage QoR
stage / power [W] / instances
detailed placement: 0.00652 / 7010
CTS: 0.0111 / 7385
global placement: 0.00651 / 7010
finish: 0.0110 / 7387
floorplan: 0.00628 / 3547
global route: 0.0113 / 7385
## synth_stat cells, drive strengths merged (2+ instances only)
cell type	n
a21oi	128
mux4	512
or2	2
dfxtp	8
buf	87
nand2b	6
nand4	8
nor2b	7
clkbuf	145
o41ai	32
edfxtp	2048
and2	3
nand3	13
a22oi	256
nor3	30
nor2	232
nand2	28
## per-layer routing
layer | wire, µm | vias to the layer above | part of all wire
met5 | 55 | - | 0.00029
met4 | 5800 | 2 | 0.030
met3 | 30300 | 280 | 0.16
met2 | 90500 | 2222 | 0.48
met1 | 63700 | 19100 | 0.33
li1 | - | 15400 | -
## cell type report
class,count,share of cell area
inverter,1,0.0000417
antenna,2,0.0000556
multi-input combinational,1258,0.175
clock inverter,126,0.0149
timing repair buffer,199,0.0184
tap,3496,0.0486
sequential,2056,0.685
clock buffer,249,0.0574
## critical path: cells and delay by family
kind,cells,cell delay [ns]
AND/OR/NAND/NOR,1,0.11
multiplexers,1,0.59
buffers and inverters,6,2.90
AND-OR/OR-AND,3,1.54
Power is estimated from default activity; no workload was simulated.
